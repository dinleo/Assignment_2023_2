[design.v]
module clock1s (
	clk,
	reset_n,
	out
);
	input						clk;
	input						reset_n;
	output					out;
	wire						out;
	reg			[31: 0]	counter;
	always @ (posedge clk or negedge reset_n) begin
		if (!reset_n)
			counter <= 0;
		else if (counter < 50000000)
			counter <= counter + 1;
		else
			counter <= 0;
	end
	assign out = (counter == 50000000) ? 1'b1 : 1'b0;
endmodule
module DFlipFlop (
	clk,
	reset_n,
	d,
	q
);
	input		clk;
	input		reset_n;
	input		d;
	output	q;
	reg			q;
	always @ (posedge clk or negedge reset_n) begin
		if (!reset_n)
			q <= 0;
		else
			q <= d;
	end
endmodule
module counter4b (
	clk,
	reset_n,
	hexcount
);
	input						clk;
	input						reset_n;
	output	[ 3: 0]	hexcount;
	reg			[ 3: 0]	hexcount;
	always @ (posedge clk or negedge reset_n) begin
		if (!reset_n)
			hexcount <= 0;
		else
			hexcount <= hexcount + 4'b1;
	end
endmodule
module toHEX (
	hexcount,
	toHEX
);
	input		[ 3: 0]	hexcount;
	output	[ 6: 0]	toHEX;
	wire		[ 6: 0]	toHEX;
	reg			[ 6: 0]	toHEX_reg;
	always @ (*) begin
		case (hexcount)
			4'b0000: toHEX_reg <= 7'b1000000;
			4'b0001: toHEX_reg <= 7'b1111001;
			4'b0010: toHEX_reg <= 7'b0100100;
			4'b0011: toHEX_reg <= 7'b0110000;
			4'b0100: toHEX_reg <= 7'b0011001;
			4'b0101: toHEX_reg <= 7'b0010010;
			4'b0110: toHEX_reg <= 7'b0000010;
			4'b0111: toHEX_reg <= 7'b1111000;
			4'b1000: toHEX_reg <= 7'b0000000;
			4'b1001: toHEX_reg <= 7'b0010000;
			4'b1010: toHEX_reg <= 7'b0001000;
			4'b1011: toHEX_reg <= 7'b0000011;
			4'b1100: toHEX_reg <= 7'b1000110;
			4'b1101: toHEX_reg <= 7'b0100001;
			4'b1110: toHEX_reg <= 7'b0000110;
			default: toHEX_reg <= 7'b0001110;
		endcase
	end
	assign toHEX = toHEX_reg;
endmodule
module top (
	CLOCK_50,
	KEY,
	HEX0
);
	input						CLOCK_50;
	input		[ 0: 0]	KEY;
	output	[ 6: 0] HEX0;
	wire		[ 6: 0] HEX0;
	wire						clk;
	wire						reset_n;
	wire		[ 3: 0] counter;
	wire		[ 3: 0] buffered_counter;
	assign reset_n = KEY;
	clock1s _clock1s (
		.clk			(CLOCK_50),
		.reset_n	(reset_n),
		.out			(clk)
	);
	counter4b _counter4b (
		.clk			(clk),
		.reset_n	(reset_n),
		.hexcount	(counter)
	);
	DFlipFlop _DFF1 (
		.clk			(clk),
		.reset_n	(reset_n),
		.d				(counter[0]),
		.q				(buffered_counter[0])
	);
	DFlipFlop _DFF2 (
		.clk			(clk),
		.reset_n	(reset_n),
		.d				(counter[1]),
		.q				(buffered_counter[1])
	);
	DFlipFlop _DFF3 (
		.clk			(clk),
		.reset_n	(reset_n),
		.d				(counter[2]),
		.q				(buffered_counter[2])
	);
	DFlipFlop _DFF4 (
		.clk			(clk),
		.reset_n	(reset_n),
		.d				(counter[3]),
		.q				(buffered_counter[3])
	);
	toHEX _toHEX (
		.hexcount	(buffered_counter),
		.toHEX		(HEX0)
	);
endmodule
[run.sh]
#!/bin/bash
# OpenROAD 26Q1-2900-gdf79404cd8, Yosys 0.63+post, stock flow scripts
make -C /OpenROAD-flow-scripts/flow DESIGN_CONFIG=/design/flow/config.mk WORK_HOME=/design/flow/orfs finish
[config.mk]
export PLATFORM = sky130hd
export DESIGN_NAME = top
export DESIGN_NICKNAME = top
export VERILOG_FILES = /design/flow/design.v
export SDC_FILE = /design/flow/constraint.sdc
export NUM_CORES = 4
export LEC_CHECK = 1
export CORE_UTILIZATION = 40
[constraint.sdc]
current_design top

set clk_period 3.4
set clk_io_pct 0.2

create_clock -name clk0 -period $clk_period [get_ports {CLOCK_50}]

set non_clock_inputs [all_inputs -no_clocks]
set_input_delay [expr $clk_period * $clk_io_pct] -clock clk0 $non_clock_inputs
set_output_delay [expr $clk_period * $clk_io_pct] -clock clk0 [all_outputs]
==> results.txt <==
The flow completed. The run finished with clean final reports. The tree is rooted in a sky130_fd_sc_hd__clkbuf_8. STA classifies the critical path endpoint as a flip-flop.

Setup repair after global routing left no endpoint under its margin. The via count of the first global-routing pass is 1,385. Data on the critical path arrives at its endpoint at 2.14 ns. The die is 75.46 microns tall.

Per the synthesis report, the single largest cell type by area occupies 46.38% of cell area. For reference, the clock transition at the flip-flops on the worst setup and hold paths is 0.07 ns. The total area inside the core boundary comes to 0.005140 sq mm. Starting density of the core landed at 41.99%. Global routing consumed, on the met2 layer, 23.31% of the routing resources. Global routing used 15.91% of the available tracks across all layers. The global routing report lists met1 layer usage as 26.31%.

The worst register-to-register path has a setup slack of 1.39 ns. Fraction of layout cells with a size suffix above 1 landed at 9.170%. OpenROAD emitted warnings numbering 31. STA classifies the critical path startpoint as a flip-flop. For reference, the most critical setup path is categorized as flip-flop to flip-flop. Remaining antenna violation count landed at 0.

Endpoints with negative setup slack in the final report add up to 0. For this run the aggregate overflow at the end of global routing stands at 0. Total power density per cell area landed at 316.6 mW/mm^2. Worst clock skew on the final layout landed at 0.002532 ns. Top-level I/O count landed at 9. Number of hold violations in the final report landed at 0.

Synthesis inferred 40 register bits. Number of port buffers landed at 8. After synthesis, flip-flops and latches occupy 46.38% of the total area.

Per the synthesis report, the dominant area consumer among library cells is sky130_fd_sc_hd__dfrtp_1. The number of cells reported by Yosys stat comes to 217. Final-report max-slew violation count landed at 0. TritonCTS built the clock tree. Entering global routing, the biggest net connects 41 pins.

Count of hold buffers inserted by post-cts repair landed at 0. Largest voltage drop on the vdd net landed at 0.1935 mV. Slew at the pin with the worst max-slew slack landed at 0.8025 ns.

Clock insertion delay at the later pin of the skew report landed at 0.28 ns. The final critical path takes up 59.01% of the cycle. First-pass GRT wire length landed at 6.720 mm. Placer's final routability congestion estimate landed at 0.8320. The clock passes through at most 2 buffers. Instance tally after logic synthesis landed at 217.

The global router reports that the layer with the highest usage is met1. Critical path required time landed at 3.53 ns. Before any placement, the netlist area is recorded as 0.002158 sq mm. Iteration-0 DRC count of the detailed router landed at 72.

Peak fanout along the critical path landed at 26. The average instance in the mapped netlist occupies 9.946 sq um. Per the detail_route report, routed wire per instance is 12.98 microns. Based on the critical path, the design can be clocked at up to 498.4 MHz. Summed over all nets, the half-perimeter wirelength after detailed placement is 2.533 mm.

Buffer count from post-CTS setup fixing landed at 0. Sum of negative setup slack landed at 0 ns. Count of endpoints without a timing constraint landed at 15. The CTS report gives the tree buffer count as 5. For this run, the chip area from Yosys synthesis comes to 0.002158 sq mm. Non-filler instance count after layout landed at 299.

The initial antenna violation count came to 0. Distinct cell type count after synthesis landed at 43. From synthesis to final layout, the design area changed by 10.32%.

Leakage power landed at 0.9725 nW. The Yosys step of the flow raised 4 warnings. Number of DRC violations after detailed routing landed at 0.

The tightest min-delay check is of the primary input to asynchronous set/reset pin type. Total via count after detailed routing landed at 1,545. Number of cell rows landed at 26.

Final wirelength landed at 3.882 mm. Area enclosed by the die boundary landed at 0.005693 sq mm. Final critical-path required period landed at 2.006 ns. By area the synthesized netlist is led by sky130_fd_sc_hd__dfrtp_1 46%, sky130_fd_sc_hd__ha_1 5.2%, sky130_fd_sc_hd__nor2_1 3.7%, sky130_fd_sc_hd__xor2_1 3.7%, sky130_fd_sc_hd__nand3_1 3.5%.

Per the run summary, max-cap violations total 0. 0 antenna diodes ended up in the layout. Number of placed instances with taps included landed at 291.

In this run the number of H-tree levels came out at 2. The worst-case max-slew headroom was logged as 46.50%. Mean number of vias per cell landed at 5.167. Detailed-routing iteration count for the pre-antenna-repair pass landed at 4.

Per the OpenROAD floorplan log, the width of the die is 75.46 microns. Met3 usage landed at 3.485%. The number of gates resized after CTS was 0.

Number of fill cells landed at 505. Count of unclocked register or latch pins landed at 8.
flip-flops by register name, summed over array words and instances, names as in the netlist:
register             cells
_DFF1.q                  1
_DFF2.q                  1
_DFF4.q                  1
_clock1s.counter        32
_DFF3.q                  1
_counter4b.hexcount      4
cells in the mapped netlist:
cell / instances
sky130_fd_sc_hd__nor2_1: 21
sky130_fd_sc_hd__nand2_2: 1
sky130_fd_sc_hd__and3_1: 5
sky130_fd_sc_hd__buf_4: 1
sky130_fd_sc_hd__or3_1: 4
sky130_fd_sc_hd__o221ai_4: 1
sky130_fd_sc_hd__o21a_1: 1
sky130_fd_sc_hd__nand3_1: 15
sky130_fd_sc_hd__xor2_1: 9
sky130_fd_sc_hd__buf_6: 4
sky130_fd_sc_hd__xnor2_1: 8
sky130_fd_sc_hd__mux2_2: 1
sky130_fd_sc_hd__and4_1: 6
sky130_fd_sc_hd__nand2_1: 14
sky130_fd_sc_hd__ha_1: 9
sky130_fd_sc_hd__a31oi_1: 2
sky130_fd_sc_hd__and4b_1: 1
sky130_fd_sc_hd__o21ai_0: 9
sky130_fd_sc_hd__o211ai_1: 1
sky130_fd_sc_hd__a21oi_2: 3
sky130_fd_sc_hd__buf_2: 2
sky130_fd_sc_hd__nand2b_1: 1
sky130_fd_sc_hd__mux2i_1: 1
sky130_fd_sc_hd__o22ai_1: 2
sky130_fd_sc_hd__nor3_2: 1
sky130_fd_sc_hd__or3_2: 1
sky130_fd_sc_hd__o31ai_1: 3
sky130_fd_sc_hd__nor4_1: 3
sky130_fd_sc_hd__or4_1: 5
sky130_fd_sc_hd__a21oi_1: 11
sky130_fd_sc_hd__nor3_1: 3
sky130_fd_sc_hd__or4b_4: 1
sky130_fd_sc_hd__nand4_1: 8
sky130_fd_sc_hd__nor3b_1: 1
sky130_fd_sc_hd__nand3b_1: 1
sky130_fd_sc_hd__nand4_4: 1
sky130_fd_sc_hd__a21o_1: 1
sky130_fd_sc_hd__inv_1: 9
sky130_fd_sc_hd__nor2_2: 1
sky130_fd_sc_hd__dfrtp_1: 40
sky130_fd_sc_hd__and2_2: 1
sky130_fd_sc_hd__clkbuf_1: 3
sky130_fd_sc_hd__conb_1: 1
kinds of logic after synthesis:
| kind of cell | count (synthesis) | synth area share, % |
|---|---|---|
| compound gates | 34 | 10.32 |
| xor+xnor | 17 | 6.899 |
| fa+ha+maj | 9 | 5.217 |
| buf+inv | 19 | 4.985 |
| flops | 40 | 46.38 |
| mux | 2 | 0.9855 |
| other cells | 1 | 0.1737 |
| simple gates | 95 | 25.04 |
metal layers:
metal	up-vias	wire length [microns]
li1	790	-
met1	743	2025
met2	10	1729
met3	2	106
met4	0	21
met5	-	0
through the flow:
step	hold WS [ns]	setup slack, ns	instance area, sq um	power [mW]	util (%)
floorplan	0.3844	1.807	2177	0.3950	-
global placement	0.5128	1.441	2273	0.4059	44.23
detailed placement	0.5116	1.372	2273	0.4062	44.23
CTS	0.4625	1.363	2381	0.7687	46.32
global route	0.4891	1.149	2381	0.7864	46.32
finish	0.4345	1.394	2381	0.7537	46.32
final timing paths:
path	from	endpoint	depth (start not counted)
max	_clock1s.counter[12]	_clock1s.counter[4]	4
min	KEY[0]	_clock1s.counter[21]	2
max reg2reg	_clock1s.counter[12]	_clock1s.counter[4]	4
min reg2reg	_clock1s.counter[0]	_clock1s.counter[0]	1
max in group asynchronous	KEY[0]	_clock1s.counter[24]	2
min in group clk0	_clock1s.counter[0]	_clock1s.counter[0]	1
critical path: stages (launching register included):
cell and delay (ns):
sky130_fd_sc_hd__dfrtp_1 0.41, sky130_fd_sc_hd__and4_1 0.42, sky130_fd_sc_hd__nand4_1 0.23, sky130_fd_sc_hd__o221ai_4 0.67
sky130_fd_sc_hd__nor2_1 0.12
report_power, final:
group          switching (mW)  leakage, nW  total [mW]  internal (mW)
Combinational          0.0107        0.390      0.0124        0.00171
Clock                   0.139       0.0552       0.356          0.217
Sequential            0.00107        0.527       0.385          0.384
final cells by class:
type	count	area [sq um]	share of cell area, %
Multi-Input combinational cell	163	1069	44.88
Sequential cell	40	1001	42.04
Tap cell	70	87.58	3.678
Timing Repair Buffer	9	82.58	3.468
Clock buffer	6	72.57	3.048
Clock inverter	2	35.03	1.471
Inverter	9	33.78	1.419
cells in the final DEF (no fill, tap or decap), types with 7 or more instances in the layout:
| cell | instances |
|---|---|
| sky130_fd_sc_hd__nor2_1 | 21 |
| sky130_fd_sc_hd__xor2_1 | 9 |
| sky130_fd_sc_hd__dfrtp_1 | 40 |
| sky130_fd_sc_hd__clkdlybuf4s50_1 | 7 |
| sky130_fd_sc_hd__nand2_1 | 14 |
| sky130_fd_sc_hd__nand3_1 | 15 |
| sky130_fd_sc_hd__nand4_1 | 8 |
| sky130_fd_sc_hd__ha_1 | 9 |
| sky130_fd_sc_hd__o21ai_0 | 9 |
| sky130_fd_sc_hd__inv_1 | 9 |
| sky130_fd_sc_hd__a21oi_1 | 11 |
| sky130_fd_sc_hd__xnor2_1 | 8 |
Power and IR drop assume default switching activity.
