**flow/run.sh**
```bash
#!/bin/bash
# OpenROAD 26Q1-2900-gdf79404cd8, Yosys 0.63+post, stock flow scripts
make -C /OpenROAD-flow-scripts/flow DESIGN_CONFIG=/design/flow/config.mk WORK_HOME=/design/flow/orfs finish
```
**flow/config.mk**
```make
export PLATFORM = sky130hd
export DESIGN_NAME = top_SlotMachine
export DESIGN_NICKNAME = top_SlotMachine
export VERILOG_FILES = /design/flow/design.v
export SDC_FILE = /design/flow/constraint.sdc
export NUM_CORES = 4
export LEC_CHECK = 1
export CORE_UTILIZATION = 30
```
**flow/constraint.sdc**
```tcl
current_design top_SlotMachine

set clk_period 5.8
set clk_io_pct 0.2

create_clock -name clk0 -period $clk_period [get_ports {CLOCK_50}]
create_clock -name clk1 -period $clk_period [get_ports {KEY}]

set non_clock_inputs [all_inputs -no_clocks]
set_input_delay [expr $clk_period * $clk_io_pct] -clock clk0 $non_clock_inputs
set_output_delay [expr $clk_period * $clk_io_pct] -clock clk0 [all_outputs]
```
**flow/design.v**
```verilog
module top_SlotMachine(
   input CLOCK_50,    
   input [1:0]KEY,
   output [0:6] HEX0, HEX1, HEX2
);
localparam  IDLE = 0,
            GAME = 1,
            REPORT = 2;
localparam HEX0_delay = 'd50000000,
           HEX1_delay = 'd8000000,
           HEX2_delay = 'd15000000;
reg [3:0]val[0:2];                            
reg [3:0]_7seg[0:2];                          
reg [31:0]cnt_reg[0:2];                       
reg [31:0]cmp_reg[0:2];                       
wire clk, rst, next;
assign clk=CLOCK_50;
assign rst=KEY[0];
assign next=KEY[1];
reg state=IDLE;
reg stop=1;
digit_to_hex hex0(_7seg[0],HEX0);
digit_to_hex hex1(_7seg[1],HEX1);
digit_to_hex hex2(_7seg[2],HEX2);
always@(*) begin
      cmp_reg[0] = HEX0_delay;
      cmp_reg[1] = HEX1_delay;
      cmp_reg[2] = HEX2_delay;
end
always@(posedge clk or negedge rst) begin
   if (!rst) begin                            
      cnt_reg[0] <= 0;
      val[0] <= 0;
   end
   else if(stop) begin                   
      cnt_reg[0] <= cnt_reg[0];
      val[0] <= val[0];
   end
   else if (cnt_reg[0] == cmp_reg[0])begin    
      cnt_reg[0] <= 0;
      if(val[0] == 9) begin
         val[0] <= 0;
      end
      else begin
         val[0] <= val[0] + 1;
      end
   end
   else begin                                 
      cnt_reg[0] <= cnt_reg[0] + 1;
      val[0] <= val[0];
   end
end
always@(posedge clk or negedge rst) begin
   if (!rst) begin                            
      cnt_reg[1] <= 0;
      val[1] <= 0;
   end
   else if(stop) begin                   
      cnt_reg[1] <= cnt_reg[1];
      val[1] <= val[1];
   end
   else if (cnt_reg[1] == cmp_reg[1])begin    
      cnt_reg[1] <= 0;
      if(val[1] == 9) begin
         val[1] <= 0;
      end
      else begin
         val[1] <= val[1] + 1;
      end
   end
   else begin                                 
      cnt_reg[1] <= cnt_reg[1] + 1;
      val[1] <= val[1];
   end
end
always@(posedge clk or negedge rst) begin
   if (!rst) begin                           
      cnt_reg[2] <= 0;
      val[2] <= 0;
   end
   else if(stop) begin                  
      cnt_reg[2] <= cnt_reg[2];
      val[2] <= val[2];
   end
   else if (cnt_reg[2] == cmp_reg[2])begin   
      cnt_reg[2] <= 0;
      if(val[2] == 9) begin
         val[2] <= 0;
      end
      else begin
         val[2] <= val[2] + 1;
      end
   end
   else begin                                
      cnt_reg[2] <= cnt_reg[2] + 1;
      val[2] <= val[2];
   end
end
reg [3:0] score=4'b0000;
reg [1:0] round=0;
always@(posedge clk or negedge rst) begin
	if(!rst) begin
		_7seg[0] <= 0;
		_7seg[1] <= 0;
		_7seg[2] <= 0;
	end
	else if (state == IDLE) begin
		_7seg[0] <= 0;
		_7seg[1] <= 0;
		_7seg[2] <= 0;
	end
	else if (state == GAME) begin
		_7seg[0] = val[0];
		_7seg[1] = val[1];
		_7seg[2] = val[2];
	end
	else if (state == REPORT) begin
		_7seg[0] <= score;
		_7seg[1] <= 0;
		_7seg[2] <= 0;
	end
end
always@(negedge next or negedge rst) begin
   if(!rst) begin
      round<=0;
      stop<=1;
      score<=4'b0000;
      state<=IDLE;
   end
	else if(!next) begin
		if(state==IDLE) begin
			state<=GAME;
			stop<=0;
		end
		else if(state==GAME) begin
			if (!stop) begin
				stop<=1;
				score <= score + ((val[0] == 4'b0111) + (val[1] == 4'b0111) + (val[2] == 4'b0111));
				round <= round + 1;
			end
			else if (round < 3) begin
				stop<=0;
			end
			else begin
				state<=REPORT;
			end
		end
		else if(state==REPORT) begin
			state<=IDLE;
		end
	end
end
endmodule
module digit_to_hex(
   input [3:0] digit,
   output reg [0:6] hex
);
parameter Seg9 = 7'b000_1100; parameter Seg8 = 7'b000_0000; parameter Seg7 = 7'b000_1111; parameter Seg6 = 7'b010_0000; parameter Seg5 = 7'b010_0100;
parameter Seg4 = 7'b100_1100; parameter Seg3 = 7'b000_0110; parameter Seg2 = 7'b001_0010; parameter Seg1 = 7'b100_1111; parameter Seg0 = 7'b000_0001;
always @(*) begin
   case(digit)
      9:hex=Seg9;
      8:hex=Seg8;
      7:hex=Seg7;
      6:hex=Seg6;
      5:hex=Seg5;
      4:hex=Seg4;
      3:hex=Seg3;
      2:hex=Seg2;
      1:hex=Seg1;
      0:hex=Seg0;
      default: hex = 7'b1111111;
   endcase
end
endmodule
```
==> flow_summary.ini <==
; generated from flow reports
[status]
status = finished with violations
violations = hold timing

[floorplanning]
core_um2 = 20500
boundaryPins = 24
die_height_um = 148
die_x_um = 148
core_util_floorplan = 0.311
rows = 52
die-area_um2 = 21800

[final_layout]
drive_above_1_share = 0.109
nFillCells = 1925
area_growth_pct = 28.5
fin_cells = 995
largest_register_ffs = 96

[worst_setup_path]
slowest_stage = or4_1
r2r_slack_ns = 0.91
crit_required_ns = 6.14
startpoint = stop
start_kind = register
reg2reg_from = stop
r2r-end = cnt_reg[0][17]
crit_fanout = 19
critPathCaptureType = register
r2r.worst_path.cells = 4
cp_cell_sequence = nand4b_1 -> or4_1 -> or3_1 -> a21oi_1
max_stage_delay_ns = 0.62
cp.arrival_ns = 5.23
crit_type = reg2reg

[clocking]
cts_tree = done
cts_resized = 0
postCtsSetupBuffers = 0
clk_pin_slew_ns = 0.06
hold_buffers = 0

[yosys]
yosys.stat.seqShare = 0.488
yosys_warnings = 10
synth-seq-cells = 124
syn_area_um2 = 6360
ys_async_sr_fraction = 1.00
synth_cell_types = 46
ff_type = dfrtp_1
edf_count = 0
synth_chip_area_um2 = 6360
ys_cells = 647
synthCells = 647
avgSynthCellArea_um2 = 9.84

[detailed_routing]
routedWlPerCell_um = 12.1
avgViaCountPerCell = 4.69
drt-initial-drc-count = 218
drc = 0
antennaDiodeCount = 0
ant_nets = 0
dr.pass1.iters = 4
num_vias = 4666
routed_wirelength_mm = 12.1

[place]
hpwl_mm = 7.43
io_buffers = 21
gp_congestion = 0.831
dp_cells = 927

[global_route]
first_global_vias = 5014
use_met1 = 0.167
grt_pass1_wl_mm = 21.6
grt_start_max_net_pins = 20
antenna_found_initial = 0
grt_use_met3 = 0.0658
groute.usage.overall = 0.123
busiest_layer = met1
use_met2 = 0.156
grt_overflow = 0

[timing]
slew_viol_final = 0
hold_ws_ns = -0.378
worstMarginPinSlew_ns = 0.809
rsz0062_at_grt = false
worst_slew_margin_rel = 0.456
tns_ns = 0
skew_ns = 0.0403
setup_violations = 0
hold_viol_final = 120

[power_and_ir_drop]
power.density_nw_per_um2 = 378
leakage_uw = 0.00356
irDropWorstVdd_mv = 0.288

[min_path]
hp-class = clk2async

[job]
log.warning_count = 183
cap_violations = 0
[how the worst max path moves through the flow]
stage	end	cells after the start
6_report	cnt_reg[0][17]	4
5_1_grt	cnt_reg[0][17]	4
4_1_cts	cnt_reg[0][17]	4
[worst max-delay path: cells and delay by family, from the launching register on]
kind            cells  cell delay (ns)
simple gates        3             1.44
compound gates      1             0.14
flops               1             0.45
[power by group]
group / internal (uW) / switching, uW / total [uW]
combinational: 0 / 0 / 0.00120
clock: 1400 / 841 / 2240
sequential: 850 / 0 / 850
[cells in the final DEF (no fill, tap or decap), types with 23 or more instances in the layout]
cell type	n
clkbuf_16	37
nor2_1	72
dfrtp_1	120
o21ai_0	23
xor2_1	29
nand4_1	28
nand3_1	26
inv_1	28
xnor2_1	61
a21oi_1	24
nand2_1	45
[area by class of cell]
type	count	area [um2]	area share
inverters	27	101	0.0124
clock buffers	40	947	0.116
clock inverters	29	345	0.0422
well taps	270	338	0.0413
multi-input cells	479	3100	0.379
flip-flops and latches	124	3100	0.379
repair buffers	26	248	0.0303
[cell families (layout without fill, tap and decap cells)]
logic type / Yosys count / count (layout) / share of synthesized area
xor+xnor: 90 / 90 / 0.124
compound gates: 65 / 65 / 0.0578
simple gates: 299 / 299 / 0.256
mux: 3 / 3 / 0.00531
buf+inv: 44 / 122 / 0.0265
flops: 124 / 124 / 0.488
fa+ha+maj: 22 / 22 / 0.0432
[Yosys cell counts, types with 2 or more instances]
library cell	number	area share
nand2b_1	14	0.014
inv_1	28	0.017
dfrtn_1	3	0.012
xnor2_1	61	0.084
and3_1	18	0.018
o31ai_1	2	0.0024
nand4_1	28	0.028
nand3b_1	2	0.0024
nor3_1	14	0.011
buf_2	3	0.0024
nand4b_1	5	0.0069
clkbuf_1	12	0.0071
xor2_1	29	0.040
ha_1	22	0.043
nor4b_1	9	0.012
o21ai_0	23	0.018
a21o_1	7	0.0083
or3_1	4	0.0039
nand3_1	26	0.020
and4_1	9	0.012
nor4_1	17	0.017
and2_1	16	0.016
a21oi_1	24	0.019
dfrtp_1	120	0.47
nor2b_1	10	0.0098
a31oi_1	3	0.0029
nand2_1	45	0.027
or4_1	2	0.0024
mux2_2	3	0.0053
nor2_1	72	0.042
[metal layers]
layer | vias to the layer above | share of wire
met5 | - | 0
li1 | 2373 | -
met1 | 2160 | 0.49
met4 | 0 | 0.037
met3 | 24 | 0.051
met2 | 109 | 0.42
[stage by stage]
| stage | total power (uW) | instance area [um2] | util | setup slack (ns) |
|---|---|---|---|---|
| floorplan | 873 | 6360 | - | 1.09 |
| global placement | 873 | 6890 | 0.336 | 0.874 |
| detailed placement | 873 | 6890 | 0.336 | 0.784 |
| CTS | 3300 | 8180 | 0.399 | 0.921 |
| global route | 3400 | 8180 | 0.399 | 0.735 |
| finish | 3090 | 8180 | 0.399 | 0.909 |
Power figures rest on the tool's default switching activity, not on a simulated workload.
